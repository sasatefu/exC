File: /design/flow/design.v
module Top (
    input  wire        Clk,
    input  wire        Clr,
    input  wire        RwIn,
    input  wire        EaIn,
    input  wire [15:0] DIn,
    output wire [15:0] Q,
    output wire [15:0] Qa,
    output wire [3:0]  LedCtrl,
    output wire [15:0] LedD
);
    wire [15:0] D;
    wire        Rw;
    wire        Ea;
	 wire [15:0] q_raw, qa_raw;
    assign D  = ~DIn;
    assign Rw = ~RwIn;
    assign Ea = ~EaIn;
    regSixteen uut (
        .CLK(Clk),
        .CLR(Clr),
        .R_W(Rw),
        .Ea(Ea),
        .D(D),
        .Q(q_raw),
        .Qa(qa_raw)
    );
	 assign Q  = ~q_raw;
	 assign Qa = ~qa_raw;
    assign LedCtrl[0] = Clk;
    assign LedCtrl[1] = Clr;
    assign LedCtrl[2] = Rw;
    assign LedCtrl[3] = Ea;
    assign LedD = D;
endmodule
module regSixteen (
    input  wire        CLK,
    input  wire        CLR,
    input  wire        R_W,
    input  wire        Ea,
    input  wire [15:0] D,
    output wire [15:0] Q,
    output wire [15:0] Qa
);
    reg [15:0] q;
    always @(posedge CLK or negedge CLR) begin
        if (!CLR)        q <= 16'b0;
        else q <= ( {16{~R_W}} & D ) | ( {16{R_W}} & q );
    end
    assign Q  = q;
    assign Qa = {16{Ea}} & q;
endmodule
File: /design/flow/run.sh
#!/bin/bash
# OpenROAD 26Q1-2900-gdf79404cd8, Yosys 0.63+post, stock flow scripts
make -C /OpenROAD-flow-scripts/flow DESIGN_CONFIG=/design/flow/config.mk WORK_HOME=/design/flow/orfs finish
File: /design/flow/config.mk
export PLATFORM = sky130hd
export DESIGN_NAME = Top
export DESIGN_NICKNAME = Top
export VERILOG_FILES = /design/flow/design.v
export SDC_FILE = /design/flow/constraint.sdc
export NUM_CORES = 4
export LEC_CHECK = 1
export CORE_AREA = 10 10 77 77
export DIE_AREA = 0 0 87 87
File: /design/flow/constraint.sdc
current_design Top

set clk_period 1.0
set clk_io_pct 0.2

create_clock -name clk0 -period $clk_period [get_ports {Clk}]

set non_clock_inputs [all_inputs -no_clocks]
set_input_delay [expr $clk_period * $clk_io_pct] -clock clk0 $non_clock_inputs
set_output_delay [expr $clk_period * $clk_io_pct] -clock clk0 [all_outputs]
==> impl_metrics.env <==
# implementation run metrics
export IMPL_status="complete, but fails checks"
export IMPL_failed_checks="negative hold slack, negative setup slack"
export IMPL_grt_pass1_vias=1072
export IMPL_drive_gt1_share_pct=55.9
export IMPL_yosys_cells=91
export IMPL_leakagePower_uw=0.00116
export IMPL_rows=24
export IMPL_numSynthFlops=16
export IMPL_vias_per_cell=3.69
export IMPL_ioPinCount=72
export IMPL_hold_viol=16
export IMPL_required_ns=0.80
export IMPL_place_ws_ns=-0.667
export IMPL_reg2regPathDepth=7
export IMPL_synth_main_ff_cell="dfrtp_1"
export IMPL_fp_utilization_pct=18.2
export IMPL_path_max_fanout=2
export IMPL_netlist_area_sq_um=791
export IMPL_rrSetupSlack_ns=-0.15
export IMPL_power_clock_fraction_pct=36.4
export IMPL_min_period_ns=1.19
export IMPL_rsz0062_at_grt="yes"
export IMPL_cp_start_kind="flip-flop"
export IMPL_layout_cells_non_filler=274
export IMPL_setup_viol=34
export IMPL_post_route_period_util_pct=119
export IMPL_slew_violations=0
export IMPL_p_per_area_nw_per_um2=1180
export IMPL_fmax_mhz=840
export IMPL_worst_slew_pin_slew_ns=0.250
export IMPL_m1WireLength_mm=1.35
export IMPL_routabilityCongestion=0.750
export IMPL_ir_drop_mv=0.438
export IMPL_grt_overflow_total=0
export IMPL_yosysWarnings=1
export IMPL_grt_antenna_before_repair=0
export IMPL_syn_to_final_growth_pct=148
export IMPL_syn_area_per_cell_sq_um=8.69
export IMPL_min_path_type="input port to async pin"
export IMPL_yosys_area_sq_um=791
export IMPL_clk_latency_ns=0.35
export IMPL_cts_tree="built"
export IMPL_dp_hpwl_mm=2.41
export IMPL_fin_skew_ns=0
export IMPL_top_cell_area_share_pct=50.6
export IMPL_syn_instance_count=91
export IMPL_p_total_uw=2320
export IMPL_met3_length_um=291
export IMPL_core_sq_um=4350
export IMPL_async_reset_ff_share_pct=100
export IMPL_cp_arrival_ns=0.99
export IMPL_die_area_sq_um=7570
export IMPL_common_cells="32 x inv_1, 16 x dfrtp_1, 16 x nand2_1, 13 x mux2i_1, 4 x buf_4"
export IMPL_log_warning_count=30
export IMPL_clkTransAtPathRegs_ns=0.06
export IMPL_place_inst=237
export IMPL_intPower_uw=1800
export IMPL_dieWidth_um=87
export IMPL_grt_first_pass_wirelength_mm=5.24
export IMPL_die_h_um=87
export IMPL_critPathKind="flip-flop to primary output"
export IMPL_wl_met2_mm=1.56
export IMPL_worst_slack_ns=-0.191
export IMPL_cap_viol_max_count=0
export IMPL_routedWlPerCell_um=11.9
export IMPL_drtAntennaViolNets=0
export IMPL_grt_max_degree=17
export IMPL_drc=0
export IMPL_synth_seq_share_pct=50.6
export IMPL_via_count=1012
export IMPL_drt_iter0_drc=19
export IMPL_topCellsByArea="dfrtp_1 51%, mux2i_1 16%, inv_1 15%"
export IMPL_seqPwrFrac_pct=32.6
export IMPL_port_buffers=71
export IMPL_ys_types=11
export IMPL_edf_count=0
export IMPL_switching_power_uw=520
export IMPL_slew_headroom_pct=83.4
export IMPL_gr_usage_all_layers_pct=8.43
export IMPL_hold_ws_ns=-0.0552
export IMPL_dr_pass1_iters=4
export IMPL_p_comb_share_pct=30.9
export IMPL_fin_util_pct=45.1
export IMPL_end_kind="primary output"
export IMPL_num_antenna_cells=0
export IMPL_wl_mm=3.25
export IMPL_top_area_cell="dfrtp_1"
export IMPL_top_layer="met4"
export IMPL_switching_share_pct=22.5
export IMPL_yosysMostFrequentCell="inv_1"
[metrics by stage]
step | setup TNS, ns | hold WS [ns] | instance area, sq um
global route | -5.40 | -0.0357 | 1960
CTS | -4.18 | -0.0448 | 1970
detailed placement | -22.62 | 0.542 | 1740
floorplan | 0 | -0.0956 | 791
finish | -3.66 | -0.0552 | 1960
global placement | -22.52 | 0.534 | 1740
[layout by cell type, fill, tap and decap left out]
| master | instances |
|---|---|
| buf_4 | 38 |
| buf_2 | 33 |
| dlygate4sd2_1 | 29 |
| buf_6 | 23 |
| inv_1 | 21 |
| dfrtp_1 | 16 |
| nand2_1 | 14 |
| mux2i_1 | 13 |
| inv_2 | 12 |
| clkdlybuf4s15_2 | 7 |
| clkbuf_8 | 6 |
| a21oi_1 | 3 |
| nand2_2 | 2 |
| nor2_1 | 2 |
| inv_4 | 1 |
| nor2_2 | 1 |
| buf_12 | 1 |
[layer usage]
layer | vias up | GRT usage (%)
li1 | 515 | -
met5 | - | 0
met4 | 0 | 1.47
met2 | 34 | 14.5
met3 | 3 | 2.74
met1 | 460 | 10.1
[power groups by stage]
stage                 sequential, uW  combinational [uW]  clock [uW]
after global routing             763                 798         923
after CTS                        747                 732         879
final                            756                 716         844
[cells by family (layout without fill, tap and decap cells)]
group | count (synthesis) | count (layout) | synth area share [%]
AOI/OAI and AO/OA | 3 | 3 | 1.90
buffers and inverters | 40 | 171 | 22.0
DFF | 16 | 16 | 50.6
muxes | 13 | 13 | 16.5
and+or+nand+nor | 19 | 19 | 9.02
[what timing repair did]
item | CTS | global route
buffers inserted | 41 | 4
resized | 186 | 16
pin swaps | 16 | 0
setup endpoints to repair | 52 | 37
endpoints found under the hold margin | 16 | 16
[worst max-delay path: stages (launching register included)]
cell	delay, ns
dfrtp_1	0.39
buf_4	0.13
nand2_1	0.04
buf_2	0.08
[final cells by class]
type / instances / area [sq um]
Clock buffer: 7 / 93.8
Sequential cell: 16 / 400
Multi-Input combinational cell: 35 / 224
Fill cell: 425 / 2390
Timing Repair Buffer: 130 / 1050
Tap cell: 52 / 65.1
Inverter: 34 / 130
[worst max-delay path by stage]
stage / to / start
finish: Qa[8] / flip-flop
global route: Qa[13] / flip-flop
CTS: Qa[13] / flip-flop
