$ cat flow/constraint.sdc
current_design regOld

set clk_period 1.0
set clk_io_pct 0.2

create_clock -name clk0 -period $clk_period [get_ports {CLK}]

set non_clock_inputs [all_inputs -no_clocks]
set_input_delay [expr $clk_period * $clk_io_pct] -clock clk0 $non_clock_inputs
set_output_delay [expr $clk_period * $clk_io_pct] -clock clk0 [all_outputs]
$ cat flow/design.v
module regOld (
    input  wire        CLK,
    input  wire        CLR,
    input  wire        R_W,
    input  wire        Ea,
    input  wire [15:0] D,
    output wire [15:0] Q,
    output wire [15:0] Qa
);
    reg [15:0] q;
    always @(posedge CLK or negedge CLR) begin
        if (!CLR)        q <= 16'b0;
        else if (!R_W)   q <= D;
        else             q <= q;
    end
    assign Q  = q;
    assign Qa = Ea ? q : 16'b0;
endmodule
$ cat flow/config.mk
export PLATFORM = sky130hd
export DESIGN_NAME = regOld
export DESIGN_NICKNAME = regOld
export VERILOG_FILES = /design/flow/design.v
export SDC_FILE = /design/flow/constraint.sdc
export NUM_CORES = 4
export LEC_CHECK = 1
export CORE_AREA = 10 10 82 82
export DIE_AREA = 0 0 92 92
$ cat flow/run.sh
#!/bin/bash
# OpenROAD 26Q1-2900-gdf79404cd8, Yosys 0.63+post, stock flow scripts
make -C /OpenROAD-flow-scripts/flow DESIGN_CONFIG=/design/flow/config.mk WORK_HOME=/design/flow/orfs finish
==> impl_metrics.env <==
# implementation run metrics
export IMPL_yosys_top_cells_count="16 x and2_1, 16 x dfrtp_1, 10 x mux2_4, 6 x mux2_2"
export IMPL_synth_yosys_seq_area_share_pct=53.2
export IMPL_hold_violations=0
export IMPL_p_leak_nw=0.709
export IMPL_cp_required_ns=0.80
export IMPL_post_synth_mux_area_share_pct=28.9
export IMPL_timing_clock_skew_ns=0
export IMPL_drc=0
export IMPL_area_delta_synth_final_pct=90.7
export IMPL_postSynth_topFlopCell="dfrtp_1"
export IMPL_initial_antenna_violation_count=0
export IMPL_fmaxAchievable_mhz=851
export IMPL_share_of_final_layout_standard_cells_stronger_than_drive_strength_1_pct=60.7
export IMPL_finalCriticalPeriod_ns=1.18
export IMPL_ctsLongestPathBuffers=2
export IMPL_worst_path_max_delay_cell="dfrtp_1"
export IMPL_floorplan_initialDensity_pct=14.8
export IMPL_logic_family_by_area="multiplexers"
export IMPL_globalRouteTotalUtil_pct=6.12
export IMPL_data_arrival_at_the_endpoint_of_the_critical_path_ns=0.98
export IMPL_path_clk_slew_ns=0.06
export IMPL_yosys_cells=51
export IMPL_area_combinational_um2=323
export IMPL_run_status="finished with violations"
export IMPL_tns_ns=-1.75
export IMPL_synthesis_area_per_instance_um2=14.8
export IMPL_yosysWarnings=1
export IMPL_vias_in_the_first_global_route=771
export IMPL_chip_area_um2=8460
export IMPL_irDropWorstVdd_v=0.000358
export IMPL_tot_pwr_mw=1.72
export IMPL_final_max_tran_viols=0
export IMPL_grt_pass1_wl_um=4130
export IMPL_largest_register="q"
export IMPL_crit_chain="buf_6 -> and2_4 -> buf_2"
export IMPL_post_route_worst_setup_slack_ns=-0.176
export IMPL_routedWlPerCell_um=13.4
export IMPL_synth_cellmix_simpleShare_pct=13.3
export IMPL_critical_path_n_buffers_inverters=2
export IMPL_die_y_um=92
export IMPL_synth_area_um2=753
export IMPL_grt_overflow=0
export IMPL_placement_io_buffers=51
export IMPL_fp_row_count=26
export IMPL_antenna_diode_count=0
export IMPL_yosys_stat_chipArea_um2=753
export IMPL_warnings=27
export IMPL_fp_dieW_um=92
export IMPL_rsz0062_at_grt="true"
export IMPL_max_stage_delay_ns=0.39
export IMPL_worstMarginPinSlew_ns=0.129
export IMPL_cp_top_family="flip-flops"
export IMPL_netlist_instances=51
export IMPL_setup_violations_final=21
export IMPL_synth_cell_types=7
export IMPL_top_cells_by_area="dfrtp_1 53%, mux2_4 20%, and2_1 13%"
export IMPL_place_detailed_hpwl_um=2020
export IMPL_setup_reg_to_reg_worst_slack_ns=0.10
export IMPL_synth_xor_area_share_pct=0
export IMPL_grt_max_degree=9
export IMPL_top_area_share_pct=53.2
export IMPL_synth_area_leader_cell="dfrtp_1"
export IMPL_compound_cell_area_share_of_the_yosys_netlist_pct=0
export IMPL_floorplan_core_area_um2=5070
export IMPL_cp_start_kind="flop"
export IMPL_violations="negative setup slack"
export IMPL_total_power_divided_by_cell_area_nw_per_um2=1200
export IMPL_number_of_vias_in_the_routed_layout=651
export IMPL_fill_cells=535
export IMPL_floorplan_io_pins=52
export IMPL_antenna_violating_nets_post_route=0
export IMPL_synth_flops=16
export IMPL_max_reg_flops=16
export IMPL_clock_tree_from_tritoncts="built"
export IMPL_clock_sinks=16
export IMPL_timing_max_cap_violations=0
export IMPL_largestRegisters="q x16"
export IMPL_timing_slew_headroom_pct=91.4
export IMPL_crit_fanout=2
export IMPL_criticalPathCategory="reg -> out"
export IMPL_dr_first_iter_drc_count=7
export IMPL_viasPerCell=3.39
export IMPL_clk_latency_ns=0.24
export IMPL_period_used_pct=118
export IMPL_min_delay_path_class="in -> async"
export IMPL_clock_root_buffer="clkbuf_8"
export IMPL_fraction_of_registers_with_async_set_or_reset_after_synthesis_pct=100
export IMPL_gpl_final_weighted_congestion=0.724
export IMPL_wire_length_reported_by_the_detailed_router_um=2570
export IMPL_adder_share_pct=0
export IMPL_drt_first_pass_iters=2
export IMPL_cts_buffers=3
export IMPL_edf_count=0
export IMPL_ctsHtreeMaxLevel=1
export IMPL_timing_critical_path_to_type="primary output"
export IMPL_register_area_um2=400
cells in the final DEF, fill, tap and decap left out:
| master | n |
|---|---|
| buf_2 | 29 |
| clkdlybuf4s50_1 | 17 |
| dfrtp_1 | 16 |
| and2_1 | 14 |
| buf_6 | 12 |
| mux2_4 | 10 |
| buf_4 | 9 |
| mux2_2 | 6 |
| clkbuf_8 | 3 |
| and2_4 | 2 |
| bufbuf_16 | 1 |
| dlygate4sd2_1 | 1 |
| clkbuf_2 | 1 |
| buf_12 | 1 |
cell type report:
type | count | share of cell area (%)
Timing Repair Buffer | 71 | 40.7
Sequential cell | 16 | 27.9
Multi-Input combinational cell | 32 | 22.5
Clock buffer | 3 | 2.87
Tap cell | 70 | 6.10
cell families (layout without fill, tap and decap cells):
family,count (synthesis),count (layout)
flops,16,16
simple gates,16,16
buf+inv,3,74
mux,16,16
worst paths after layout:
check                      endpoint  cells past startpoint  startpoint
min reg2reg                   q[14]                      1       q[14]
min                            q[3]                      2         CLR
min in group clk0             q[14]                      3         R_W
max in group asynchronous     q[12]                      2         CLR
max                          Qa[12]                      3       q[12]
max reg2reg                    q[6]                      2        q[6]
per-layer routing:
metal  part of all wire (%)  GRT usage (%)
met1                     49           8.22
met2                     43           9.29
met3                    8.6           2.72
met4                      0          0.514
met5                      0              0
per-stage QoR:
step / hold slack (ns) / util (%) / cells / worst slack, ns / cell area (um^2)
final: 0.267 / 28.3 / 192 / -0.176 / 1440
after global routing: 0.271 / 28.3 / 192 / -0.220 / 1440
after CTS: 0.268 / 28.6 / 197 / -0.195 / 1450
after detailed placement: 0.517 / 28.1 / 182 / -0.645 / 1430
after global placement: 0.504 / 28.1 / 182 / -0.621 / 1430
after floorplan: -0.0956 / - / 51 / 0.138 / 753
power by group:
group          leakage [nW]  internal, mW  total [mW]  switching [mW]
Sequential            0.187         0.713       0.758          0.0449
Clock                0.0216         0.266       0.469           0.203
Combinational         0.500         0.371       0.492           0.122
Total                 0.709          1.35        1.72           0.370
what timing repair did:
action | in CTS | in global routing
pin swaps | 16 | 3
gates resized | 107 | 8
buffers inserted | 12 | 1
gates cloned | 1 | 0
hold buffers | 0 | 0
setup endpoints to repair | 48 | 26
worst register-to-register path, cell delays in order (launching register included):
cell	delay [ns]
dfrtp_1	0.40
buf_4	0.14
mux2_4	0.24
Power and IR drop assume default switching activity.
